==> flow/design.v <==
`timescale 1ps/1ps
module neural_predictor(input clk, input current_pc_valid, input[15:0]current_pc, input result_valid, input [15:0]result_pc, input result,
	output current_should_jump);
	wire [3:0]hash_addr = current_pc[1:0];
	wire [3:0]result_hash_addr = result_pc[1:0];
	reg [3 - 1 : 0]history = 0;
	reg [3 - 1 : 0]history_valid = 0;
	reg signed [8 - 1:0]perceptron_table[2**1 * (3 + 1) - 1 : 0];
	wire signed [8 - 1 : 0]current_perceptron_weights[3 : 0];  
	wire signed [8 - 1 : 0]result_perceptron_weights[3 : 0];
	wire signed [31:0]adder_outs[3 : 0];
	assign adder_outs[0] = 1 * current_perceptron_weights[0];
	integer init;
	initial begin
		for(init = 0; init < 2**1 * (3 + 1); init = init + 1) begin
			perceptron_table[init] <= 0;
		end
	end
	wire [8 - 1 : 0]p0 = perceptron_table[0];
	wire [8 - 1 : 0]p1 = perceptron_table[1];
	wire [8 - 1 : 0]p2 = perceptron_table[2];
	wire [8 - 1 : 0]p3 = perceptron_table[3];
	wire [8 - 1 : 0]p4 = perceptron_table[4];
	wire [8 - 1 : 0]p5 = perceptron_table[5];
	wire [8 - 1 : 0]p6 = perceptron_table[6];
	wire [8 - 1 : 0]p7 = perceptron_table[7];
	generate
		genvar i;
		for(i = 0; i < 3 + 1; i = i + 1) begin
			assign current_perceptron_weights[i] = perceptron_table[hash_addr * (3 + 1) + i];
		end
		for(i = 0; i < 3 + 1; i = i + 1) begin
			assign result_perceptron_weights[i] = perceptron_table[result_hash_addr * (3 + 1) + i];
		end
		for(i = 1; i < 3 + 1; i = i + 1) begin
			wire signed [31:0]mult = ~history_valid[i-1] ? 0 : (history[i-1] == 1 ? current_perceptron_weights[i] * 1 : current_perceptron_weights[i] * -1);
			adder a(adder_outs[i-1], mult, adder_outs[i]);
		end
	endgenerate
	wire signed [31:0]Y_weight_dot = adder_outs[3];
	assign current_should_jump = Y_weight_dot > 0;
	wire buff_valid;
	wire signed [31:0]buff_next;
	buffer wait_for_results(clk, result_valid, current_pc_valid, Y_weight_dot, buff_valid, buff_next);
	wire [31:0]abs_Y_buff = buff_next[31] ? -buff_next : buff_next;
	integer j;
	always @(posedge clk) begin
		if(result_valid & buff_valid) begin
			if((~result ^ buff_next[31]) | (abs_Y_buff < 29)) begin  
				for(j = 0; j < 3 + 1; j = j + 1) begin
					if(result) begin
						if(j == 0) begin
							perceptron_table[result_hash_addr * (3 + 1) + j] <= result_perceptron_weights[j] + 1;
						end
						else if(history_valid[j-1]) begin
							perceptron_table[result_hash_addr * (3 + 1) + j] <= result_perceptron_weights[j] + history[j-1];
						end
					end
					else begin
						if(j == 0) begin
							perceptron_table[result_hash_addr * (3 + 1) + j] <= result_perceptron_weights[j] - 1;
						end
						else if(history_valid[j-1]) begin
							perceptron_table[result_hash_addr * (3 + 1) + j] <= result_perceptron_weights[j] - history[j-1];
						end
					end
				end
			end
			history <= (history << 1) | result;
			history_valid <= (history_valid << 1) | 1;
		end
	end
endmodule
module adder(input [31:0]p1, input [31:0]p2, output [31:0]out);
	assign out = p1 + p2;
endmodule
module buffer(input clk, input taken, input v_in, input [31:0]next, output v_out, output [31:0]next_Y);
reg [7:0]next_empty = 0;
reg [7:0]next_pointer = 0;
reg [31:0]data[7:0];
reg valid[7:0];
integer p;
initial begin
	for(p = 0; p < 8; p = p+1) begin
		data[p] = 0;
		valid[p] = 0;
	end
end
assign next_Y = data[next_pointer];
assign v_out = valid[next_pointer];
always @(posedge clk) begin
	if(v_in) begin
		data[next_empty] <= next;
		valid[next_empty] <= 1;
		next_empty <= (next_empty + 1) % 8;
	end
	if(taken) begin
		valid[next_pointer] <= 0;
		data[next_pointer] <= 0;
		next_pointer <= (next_pointer + 1) % 8;
	end
end
endmodule
==> flow/run.sh <==
#!/bin/bash
# OpenROAD 26Q1-2900-gdf79404cd8, Yosys 0.63+post, stock flow scripts
make -C /OpenROAD-flow-scripts/flow DESIGN_CONFIG=/design/flow/config.mk WORK_HOME=/design/flow/orfs finish
==> flow/config.mk <==
export PLATFORM = sky130hd
export DESIGN_NAME = neural_predictor
export DESIGN_NICKNAME = neural_predictor
export VERILOG_FILES = /design/flow/design.v
export SDC_FILE = /design/flow/constraint.sdc
export NUM_CORES = 4
export LEC_CHECK = 1
export CORE_UTILIZATION = 40
==> flow/constraint.sdc <==
current_design neural_predictor

set clk_period 12.4
set clk_io_pct 0.2

create_clock -name clk0 -period $clk_period [get_ports {clk}]

set non_clock_inputs [all_inputs -no_clocks]
set_input_delay [expr $clk_period * $clk_io_pct] -clock clk0 $non_clock_inputs
set_output_delay [expr $clk_period * $clk_io_pct] -clock clk0 [all_outputs]
==> metrics.sh <==
OUTCOME='complete, no violations'
SETUP-VIOLATIONS-FINAL=0
FINALCRITICALPERIOD_NS=12.08
IRDROPWORSTVDD_mV=0.172
VIAS_PER_CELL=5.80
FIRST_GLOBAL_VIAS=18108
PLACEMENT.SETUP.WORST_SLACK_NS=0.228
FINAL-HOLD-VIOLATION-COUNT=0
TRITONCTS_CLOCK_TREE='done'
GRT_ANTENNA_BEFORE_REPAIR=0
TOTAL_POWER_mW=5.75
CORE_BOX_AREA_SQ_MM=0.0513
CRIT_TYPE='in -> out'
TRACK_USAGE=0.264
DETAILEDROUTE.FIRSTITERATIONVIOLATIONS=1412
MAPPEDNETLISTAREA_SQ_MM=0.0208
POWER.DENSITY_mW_PER_MM2=248
FINAL-COMB-AREA_SQ_MM=0.0123
IO_PINS=37
FINAL.PERIOD_UTILIZATION=0.974
MAX_CAP_VIOLATIONS=0
NUMBER_OF_CLOCK_SINKS=340
DETAILED_PLACE.AREA_SQ_MM=0.0219
DRC_ERRORS=0
DEPTH_OF_THE_WORST_REGISTER_TO_REGISTER_PATH=23
OVERALL_VIA_COUNT_FROM_DETAIL_ROUTE=18121
CRITICAL_PATH_ARRIVAL_NS=9.60
SKEW_NS=0.0330
ROOT_BUFFER='sky130_fd_sc_hd__clkbuf_16'
SETUP_REPAIR_AFTER_GLOBAL_ROUTING_MISSED_ITS_MARGIN='false'
FILLERINSTANCES=4814
WL_MET3_UM=6050
HOLD_PATH_CLASS='reg -> reg'
DIE_HEIGHT_UM=230
WL_MET2_UM=29200
TIMING.HOLD.WS_NS=0.450
ANTENNADIODECOUNT=0
CP-START-KIND='input pin'
WORST_SETUP_PATH_ENDPOINT='current_should_jump'
CLOCK.FMAX_MHz=82.8
SYNTH_ASYNC_SR_FLOP_SHARE=0
SYNTH_AREA_PER_CELL_SQ_UM=8.57
TOOL_WARNINGS=57
CTS_HTREE_LEVELS=2
SEQ_TOTAL_AREA_YOSYS=0.364
SYNTH_STAT.CELLS=2426
GRT_MAX_DEGREE=115
HEADROOM_TO_THE_MAX_SLEW_LIMIT=0.329
PORT_BUF_INSERTS=6
FLOORPLANUTILIZATION=0.405
CHIPAREA_SQ_MM=0.0529
SYNTH.DISTINCT_CELLS=88
SETUP_WS_NS=0.321
MAX-CLOCK-PATH-BUFFERS=3
FINAL_LAYOUT_SIZE_SUFFIX_GT1_FRAC=0.120
WORST-ENDPOINT-REQUIRED_NS=9.92
DP_CELLS=3052
TIGHTESTPINTRANSITION_NS=0.999
R2R_START='wait_for_results.next_pointer[2]'
FINAL_CORE_UTILIZATION=0.452
FLOORPLAN.DIE.WIDTH_UM=230
FIRSTDRTPASSITERS=5
WORST_R2R_ENDPOINT='perceptron_table[3][7]'
CORE_ROWS=83
CLK_PIN_SLEW_WORST_PATHS_NS=0.06
CLKLATENCYLATEPIN_NS=0.59
CTS_POST_SETUP_BUFFERS_INSERTED=0
TNS_NS=0
STDCELL_AREA_SQ_MM=0.0232
LAYOUT.CELLS.NON_FILLER=3123
GRT.OVERFLOW.TOTAL=0
CLOCK_BUFFER_COUNT_FROM_CTS=40
FINAL_CELL_MIX='sky130_fd_sc_hd__nand2_1 (489), sky130_fd_sc_hd__a21oi_1 (296), sky130_fd_sc_hd__dfxtp_1 (264)'
ROUTE.ANTENNA.REMAINING_NETS=0
MOSTFREQUENTLAYOUTCELL='sky130_fd_sc_hd__nand2_1'
PLACE_CONGESTION=0.936
MEAN_ROUTED_WIRELENGTH_PER_CELL_UM=21.0
CRITPATHLAUNCH='current_pc[0]'
EDF_COUNT=76
END_KIND='output pin'
DRT_WL_TOTAL_UM=65500
AREA.GROWTH.SYNTH_TO_FINAL_PCT=11.5
REGTOREGSETUPSLACK_NS=4.72
LEAKAGE_nW=9.22
FIRST_PASS_GRT_WIRE_LENGTH_UM=104000
TIMING_MAX_TRANSITION_VIOLATIONS_FINAL=0
SYNTH_TOP_FLOP_CELL='sky130_fd_sc_hd__dfxtp_1'
YOSYS-STAT-AREA_SQ_MM=0.0208
YOSYS_WARNINGS=2
NETLIST_INSTANCES=2426
YS_SEQ_ELEMENTS=340
SEQUENTIAL_CELL_AREA_SQ_MM=0.00757
HIGHEST_LAYER='met4'
ROUTE.LAYER.MET1.WL_UM=28800
DETAILED_PLACE_HPWL_UM=43300
CRITICAL_PATH.MAX_FANOUT=17
-- worst min path at each step --
stage,start,endpoint,slack [ns],cells after the start
4_1_cts,wait_for_results.data[3][1],wait_for_results.data[3][1],0.45,2
5_1_grt,wait_for_results.data[6][18],wait_for_results.data[6][18],0.47,2
6_report,wait_for_results.data[7][29],wait_for_results.data[7][29],0.45,2
-- where the power goes --
| part | switching, mW | total (mW) | leakage (nW) | internal, mW |
|---|---|---|---|---|
| Clock | 0.487 | 1.14 | 0.618 | 0.651 |
| Sequential | 0.182 | 1.72 | 2.89 | 1.54 |
| Combinational | 1.79 | 2.89 | 5.72 | 1.11 |
-- flip-flops by register name, indices dropped and copies added, names as in the netlist --
register / flops
history: 3
history_valid: 3
perceptron_table: 64
wait_for_results.data: 256
wait_for_results.next_empty: 3
wait_for_results.next_pointer: 3
wait_for_results.valid: 8
-- layout make-up --
cell class                      count  share of cell area
Timing Repair Buffer               94              0.0313
Tap cell                          680              0.0367
Multi-Input combinational cell   1808               0.530
Sequential cell                   340               0.327
Clock inverter                     13             0.00497
Inverter                          130              0.0211
Clock buffer                       58              0.0497
-- cells in the mapped netlist (6+ instances only) --
master | number | area, sq um
sky130_fd_sc_hd__a2111oi_0 | 8 | 70.1
sky130_fd_sc_hd__a211oi_1 | 36 | 270
sky130_fd_sc_hd__a21o_1 | 33 | 248
sky130_fd_sc_hd__a21oi_1 | 297 | 1490
sky130_fd_sc_hd__a221oi_1 | 36 | 315
sky130_fd_sc_hd__a22oi_1 | 17 | 128
sky130_fd_sc_hd__a31oi_1 | 15 | 93.8
sky130_fd_sc_hd__and2_1 | 6 | 37.5
sky130_fd_sc_hd__and3_1 | 18 | 113
sky130_fd_sc_hd__buf_1 | 8 | 30.0
sky130_fd_sc_hd__buf_2 | 25 | 125
sky130_fd_sc_hd__clkbuf_1 | 114 | 428
sky130_fd_sc_hd__dfxtp_1 | 264 | 5290
sky130_fd_sc_hd__edfxtp_1 | 76 | 2280
sky130_fd_sc_hd__fa_1 | 55 | 1100
sky130_fd_sc_hd__ha_1 | 84 | 1050
sky130_fd_sc_hd__inv_1 | 127 | 477
sky130_fd_sc_hd__mux2_2 | 81 | 912
sky130_fd_sc_hd__mux2i_1 | 42 | 420
sky130_fd_sc_hd__mux4_2 | 20 | 450
sky130_fd_sc_hd__nand2_1 | 489 | 1840
sky130_fd_sc_hd__nand2b_1 | 9 | 56.3
sky130_fd_sc_hd__nand3_1 | 25 | 125
sky130_fd_sc_hd__nand4_1 | 15 | 93.8
sky130_fd_sc_hd__nor2_1 | 163 | 612
sky130_fd_sc_hd__nor2b_1 | 12 | 75.1
sky130_fd_sc_hd__nor3_1 | 22 | 110
sky130_fd_sc_hd__nor4_1 | 8 | 50.1
sky130_fd_sc_hd__o2111ai_1 | 10 | 87.6
sky130_fd_sc_hd__o211ai_1 | 8 | 60.1
sky130_fd_sc_hd__o21a_1 | 11 | 82.6
sky130_fd_sc_hd__o21ai_0 | 58 | 290
sky130_fd_sc_hd__o21bai_1 | 7 | 52.6
sky130_fd_sc_hd__o22a_1 | 15 | 131
sky130_fd_sc_hd__o22ai_1 | 15 | 93.8
sky130_fd_sc_hd__o31ai_1 | 14 | 105
sky130_fd_sc_hd__or3_1 | 9 | 56.3
sky130_fd_sc_hd__or4_1 | 9 | 67.6
sky130_fd_sc_hd__xnor2_1 | 36 | 315
sky130_fd_sc_hd__xor2_1 | 38 | 333
-- critical path, cell delays in order --
cell	delay, ns
sky130_fd_sc_hd__clkbuf_4	0.25
sky130_fd_sc_hd__buf_4	0.31
sky130_fd_sc_hd__a21oi_1	0.24
sky130_fd_sc_hd__or3_1	0.40
sky130_fd_sc_hd__ha_1	0.28
sky130_fd_sc_hd__a21oi_1	0.11
sky130_fd_sc_hd__fa_1	0.54
sky130_fd_sc_hd__inv_1	0.06
sky130_fd_sc_hd__fa_1	0.53
sky130_fd_sc_hd__inv_1	0.04
sky130_fd_sc_hd__ha_1	0.35
sky130_fd_sc_hd__a21o_1	0.24
sky130_fd_sc_hd__a211o_1	0.29
sky130_fd_sc_hd__a21o_1	0.16
sky130_fd_sc_hd__o21ai_2	0.19
sky130_fd_sc_hd__a21boi_0	0.12
sky130_fd_sc_hd__o31a_1	0.31
sky130_fd_sc_hd__or4_1	0.51
sky130_fd_sc_hd__or4_1	0.47
sky130_fd_sc_hd__or4b_1	0.53
sky130_fd_sc_hd__or4_1	0.41
sky130_fd_sc_hd__o41a_1	0.35
sky130_fd_sc_hd__clkdlybuf4s50_1	0.43
-- timing repair --
item                                    CTS  global route
gates resized                             0             8
hold endpoints to repair                  0             0
hold buffers                              0             0
endpoints found under the setup margin    0             1
-- cell families (layout without fill, tap and decap cells) --
group | Yosys count | count (layout) | synth area share
other | 1 | 1 | 0.000180
buffers and inverters | 278 | 295 | 0.0521
XOR/XNOR | 74 | 74 | 0.0312
AND/OR/NAND/NOR | 816 | 816 | 0.169
adder cells (fa/ha/maj) | 139 | 139 | 0.104
flip-flops | 340 | 340 | 0.364
AND-OR/OR-AND | 635 | 635 | 0.194
multiplexers | 143 | 143 | 0.0858
-- layer usage --
metal	vias up	track usage
li1	8580	-
met1	8786	0.395
met2	647	0.395
met3	108	0.0738
met4	0	0.0530
met5	-	0
No activity file was given, so power comes from the tool's default toggle rates.
